## flow/constraint.sdc

```tcl
current_design controller_and_register

set clk_period 1.1
set clk_io_pct 0.2

create_clock -name clk0 -period $clk_period [get_ports {clock}]

set non_clock_inputs [all_inputs -no_clocks]
set_input_delay [expr $clk_period * $clk_io_pct] -clock clk0 $non_clock_inputs
set_output_delay [expr $clk_period * $clk_io_pct] -clock clk0 [all_outputs]
```

## flow/config.mk

```make
export PLATFORM = sky130hd
export DESIGN_NAME = controller_and_register
export DESIGN_NICKNAME = controller_and_register
export VERILOG_FILES = /design/flow/design.v
export SDC_FILE = /design/flow/constraint.sdc
export NUM_CORES = 4
export LEC_CHECK = 1
export CORE_AREA = 10 10 93 93
export DIE_AREA = 0 0 103 103
```

## flow/design.v

```verilog
`timescale 1ns / 1ps
module controller(
input clock,
input request,
input confirm, 
input [7:0]user,
output reg regP , 
output reg regQ 
    );
wire [7:0] password;
assign password = 8'b0000011;
parameter 
A = 3'b000,
B = 3'b001,
C= 3'b010,
D = 3'b011,
E=3'b111;
reg [2:0] present_state;
reg [2:0]next_state;
initial
	begin
		present_state=A;
		next_state=A;
	end
initial
      $monitor("request=%b confirm = %b , user = %b,password=%b,  present_state= %b next_state= %b regP= %b,reqQ= %b user[7]=%b time = %0d", 
               request, confirm , user ,password,present_state,next_state,regP,regQ,user[7], $time);
always @ (posedge clock or negedge request)
		if(~request) present_state=A;
		else present_state=next_state;
always @ (request or confirm or user)
		case (present_state)
			A : 
					if(request)	next_state = B;
					else 		next_state = A;
			B : 
					if(~request)								next_state = A;
					else if(~confirm) 					next_state = B;
					else if(password == user)	next_state = C;
               else if(password != user)	next_state = E;
			C :
					if(~request) next_state =A;  
					else if (~confirm) next_state = C;  
               else if (confirm) next_state = D;  
			D :
					if(~request) next_state = A; 
					else next_state = D; 
			E :
					if(~request) next_state = A; 
					else next_state = E; 
		endcase
always @ (posedge clock) 
		case (present_state)
			A: 
				begin  
					regP=1'b0 ;  
					regQ=1'b0 ;
				end
         B: 
				begin 
					regP=1'b0 ;  
					regQ=1'b0 ;
				end
         C: 
				begin 
					regP=1'b0 ;  
					regQ=1'b0 ;
				end
         E: 
				begin 
					regP=1'b0 ;  
					regQ=1'b0 ;
				end
         D: 
				begin 
				if(~request)
					begin
						regP=1'b0 ;  
						regQ=1'b0 ;
					end
				else
					begin
						if (user[7] == 1'b0) 
							begin 
								regP=1'b1 ;  
								regQ=1'b0 ;
							end
						else 
							begin 
								regP=1'b0 ;  
								regQ=1'b1 ;
                    end
					end
				end
		endcase
endmodule
`timescale 1ns / 1ps
module controller_and_register(confirm, request, clock, inputData, dataQ, dataP);
input confirm, request, clock;
input [7:0] inputData;
output [6:0] dataQ, dataP;
wire enableP , enableQ;
controller ctrl(clock,request,confirm,inputData,enableP,enableQ);
register r_p (clock,inputData[7:1],enableP,dataP);
register r_q (clock,inputData[7:1],enableQ,dataQ);
endmodule
`timescale 1ns / 1ps
module register(
input clock, 
input [6:0] din,
input enable, 
output reg [6:0] dout
    );
initial 
	begin 
	dout = 7'b0000000;
	end 
always @ (posedge clock )
	begin
		if(enable)
			dout = din;
		else 
			dout = 7'b0000000;
	end	
endmodule
```

## flow/run.sh

```bash
#!/bin/bash
# OpenROAD 26Q1-2900-gdf79404cd8, Yosys 0.63+post, stock flow scripts
make -C /OpenROAD-flow-scripts/flow DESIGN_CONFIG=/design/flow/config.mk WORK_HOME=/design/flow/orfs finish
```

==> impl_metrics.env <==
# physical design summary
export IMPL_wirelength_um=1490
export IMPL_status="completed"
export IMPL_cp_max_fo=1
export IMPL_area_leaders="dfxtp_1 41%, and2_1 11%, dfrtp_1 11%"
export IMPL_syn_mean_instance_area_um2=12.2
export IMPL_antennaDiodeCount=0
export IMPL_worstPathRequired_ns=0.88
export IMPL_cts_root_buf="clkbuf_8"
export IMPL_syn_inst=56
export IMPL_tightest_slew_ns=0.273
export IMPL_layout_drive_gt1_share=0.116
export IMPL_p_sw_mw=0.232
export IMPL_yosysTopAreaCell="dfxtp_1"
export IMPL_path_clk_slew_ns=0.07
export IMPL_final_max_slew_viol_count=0
export IMPL_synth_top_cell_by_count="dfxtp_1"
export IMPL_endpoint_kind="output pin"
export IMPL_rsz0062_at_grt="no"
export IMPL_die_h_um=103
export IMPL_cts_buffers=3
export IMPL_critPathMaxStageDelay_ns=0.31
export IMPL_synth_area_um2=681
export IMPL_gp_congestion=0.736
export IMPL_edf_count=2
export IMPL_power_frac_clock=0.370
export IMPL_p_comb_frac=0.061
export IMPL_critPathArrivalTime_ns=0.79
export IMPL_ys_warn_count=3
export IMPL_p_sw_frac=0.187
export IMPL_wl_per_cell_um=8.98
export IMPL_grt_max_degree=11
export IMPL_path_class="reg -> out"
export IMPL_crit_buf_inv=1
export IMPL_power_mw=1.24
export IMPL_ys_cells=56
export IMPL_ys_area_um2=681
export IMPL_relSlewSlack=0.816
export IMPL_antenna_found_initial=0
export IMPL_grt_pass1_vias=437
export IMPL_ios=25
export IMPL_fin_crit_sh=0.915
export IMPL_io_buffers=24
export IMPL_hold_path_class="in -> async"
export IMPL_cts_buffer_depth=2
export IMPL_overflow=0
export IMPL_critical_path_top_delay_family="flip-flops"
export IMPL_synth_top_flop_cell="dfxtp_1"
export IMPL_period_needed_ns=1.01
export IMPL_vdd_drop_max_uv=352
export IMPL_unclocked_regs=3
export IMPL_hold_viol=0
export IMPL_start_kind="register"
export IMPL_core_um2=6760
export IMPL_dpl_hpwl_um=1230
export IMPL_post_route_drc_count=0
export IMPL_dieArea_um2=10600
export IMPL_drt_first_pass_iters=2
export IMPL_seq_area_um2=462
export IMPL_postCtsHoldBufs=0
export IMPL_p_leak_nw=0.475
export IMPL_p_per_area_nw_per_um2=1170
export IMPL_initCoreUtil=0.101
export IMPL_vias=475
export IMPL_warning_count=25
export IMPL_max_freq_ghz=0.993
export IMPL_fillerInstances=751
export IMPL_drt_iter0_drc=35
export IMPL_cts_htree_levels=1
export IMPL_netlist_top_cells_count="14 x dfxtp_1, 12 x and2_1, 4 x nand2_1"
export IMPL_num_rows=30
export IMPL_untimed_endpoints=6
export IMPL_clock_skew_ns=0.00230
export IMPL_final_setup_tns_ns=0
export IMPL_top_cell_area_share=0.412
export IMPL_ant_nets=0
export IMPL_internal_power_mw=1.01
export IMPL_crit_slowest_cell="dfxtp_2"
export IMPL_setup_violations=0
export IMPL_clock_latency_ns=0.25
export IMPL_path_cells="dlygate4sd2_1"
export IMPL_via_per_inst=2.86
export IMPL_die_w_um=103
export IMPL_yosysUniqueCellTypes=21
export IMPL_ys_seq_elements=22
export IMPL_async_flop_share=0.136
export IMPL_gr_usage_all_layers=0.0267
export IMPL_logic_area_um2=213
export IMPL_cts_tree="built"
export IMPL_p_seq_frac=0.569
export IMPL_grt_pass1_wl_um=2250
export IMPL_area_growth_pct=56.4
export IMPL_cap_violations=0
==> power by group through the flow <==
stage / clock network [mW] / logic (mW) / registers [mW]
5_1_grt: 0.499 / 0.0838 / 0.708
4_1_cts: 0.478 / 0.0771 / 0.708
6_report: 0.461 / 0.0756 / 0.708
==> per-stage QoR <==
stage                     utilization  hold WS, ns  std cells  setup WS [ns]  cell area (µm²)
after CTS                       0.158        0.274        166         0.0763             1060
final                           0.158        0.277        166         0.0931             1060
after detailed placement        0.153        0.545        162        -0.0547             1040
after floorplan                     -      -0.0756         56          0.227              681
after global placement          0.153        0.531        162        -0.0116             1040
after global routing            0.158        0.295        166         0.0207             1060
==> per-layer routing <==
metal / track usage / wire (µm)
met1: 0.0361 / 735
met2: 0.0366 / 518
met3: 0.0156 / 232
met4: 0.00428 / 4
met5: 0 / 0
==> timing repair <==
action	CTS	global route
setup buffers	0	0
resized	15	0
endpoints found under the setup margin	14	0
==> final timing paths <==
check / startpoint / end / slack (ns) / cells after the start
max in group asynchronous: request / ctrl.present_state[0] / 0.72 / 2
worst min register to register: ctrl.regQ / r_q.dout[0] / 0.62 / 1
min in group clk0: inputData[4] / r_p.dout[3] / 0.58 / 2
worst max-delay path: r_p.dout[5] / dataP[5] / 0.09 / 1
worst max register to register: ctrl.present_state[2] / ctrl.regQ / 0.11 / 2
worst min-delay path: request / ctrl.present_state[1] / 0.28 / 2
==> cells in the final DEF (no fill, tap or decap) <==
cell type	count
inv_1	2
nor3_1	2
edfxtp_1	2
or4_4	1
o31ai_1	1
and2_2	2
dfrtp_1	3
nand2_1	4
nor2b_1	1
dlxtn_1	3
a21boi_1	1
clkdlybuf4s50_1	10
buf_4	2
or2b_1	1
nor4_4	1
nor2_1	1
dfxtp_2	1
dlygate4sd2_1	14
dfxtp_1	13
nand2b_1	1
a31oi_1	1
nand4_1	1
and2_1	12
clkbuf_1	1
o41ai_1	1
clkbuf_8	3
o21ai_0	1
==> final cells by class <==
| type | instances | area share |
|---|---|---|
| multi-input combinational | 32 | 0.200 |
| inverter | 2 | 0.00705 |
| sequential | 22 | 0.434 |
| clock buffer | 4 | 0.0423 |
| tap | 80 | 0.0940 |
| timing repair buffer | 26 | 0.223 |
==> cell families after synthesis <==
family                 Yosys count  share of synthesized area
AND-OR/OR-AND                    5                     0.0515
buffers and inverters            2                     0.0110
flip-flops                      19                      0.610
latches                          3                     0.0662
AND/OR/NAND/NOR                 27                      0.261
==> state kept, by name, indices dropped and copies added (netlist names) <==
register / count
ctrl.regP: 1
r_q.dout: 7
ctrl.next_state: 3
ctrl.regQ: 1
r_p.dout: 7
ctrl.present_state: 3
Power is estimated from default activity; no workload was simulated.
